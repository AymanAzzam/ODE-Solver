$ cat flow/design.v
module Add_Sub
#(      
    parameter DATA_WIDTH = 16
 )
(
    input signed[DATA_WIDTH-1 : 0] A,
    input signed[DATA_WIDTH-1 : 0] B,
    output[DATA_WIDTH-1 : 0 ] result,
	output overflow,
	input cin
);
wire [DATA_WIDTH/2-1:0] c0,c1;
wire [DATA_WIDTH/2-1:0]c;
wire [DATA_WIDTH-1:0]result0;
wire [DATA_WIDTH-1:0]result1;
assign overflow = (~result[DATA_WIDTH-1]&A[DATA_WIDTH-1]&B[DATA_WIDTH-1])|(result[DATA_WIDTH-1]&(~A[DATA_WIDTH-1])&(~B[DATA_WIDTH-1]));
  genvar i;
    generate 
	 FA_Block Add1_0(A[1:0],B[1:0],1'b0,result0[1:0],c0[0]);
	 FA_Block Add1_1(A[1:0],B[1:0],1'b1,result1[1:0],c1[0]);
	 mux2X1 #(2) ms0(
				.in0(result0[1:0]),
				.in1(result1[1:0]),
				.c0(c0[0]),
				.c1(c1[0]),
				.sel(cin),
				.out(result[1:0]),
				.c(c[0]));
        for ( i = 2; i <= DATA_WIDTH-1; i = i + 2 )
        begin
						 FA_Block Add1_0(A[i+1:i],B[i+1:i],1'b0,result0[i+1:i],c0[i-i/2]);
						 FA_Block Add1_1(A[i+1:i],B[i+1:i],1'b1,result1[i+1:i],c1[i-i/2]);
						 mux2X1 #(2) ms0(
								.in0(result0[i+1:i]),
								.in1(result1[i+1:i]),
								.c0(c0[i-i/2]),
								.c1(c1[i-i/2]),
								.sel(c[i-i/2-1]),
								.out(result[i+1:i]),
								.c(c[i-i/2]));
        end 
    endgenerate  
endmodule
module FA_Block(A,B,cin,sum,cout);
input [1:0] A,B;
input cin;
output [1:0] sum;
output cout;
wire c1,c2;
full_Adder fA0(
.A(A[0]),
.B(B[0]),
.cin(cin),
.sum(sum[0]),
.cout(c1));
full_Adder fA1(
.A(A[1]),
.B(B[1]),
.cin(c1),
.sum(sum[1]),
.cout(cout));
endmodule
module mux2X1( in0,in1,c0,c1,sel,out,c);
parameter width=16; 
input [width-1:0] in0,in1;
input c0,c1;
output c;
input sel;
output [width-1:0] out;
assign out=(sel)?in1:in0;
assign c=(sel)?c1:c0;
endmodule
module full_Adder(A,B,cin,sum, cout);
input A,B,cin;
output sum, cout;
wire x,y,z;
half_Adder h1(.A(A), .B(B), .sum(x), .cout(y));
half_Adder h2(.A(x), .B(cin), .sum(sum), .cout(z));
or or_1(cout,z,y);
endmodule
module half_Adder( A,B, sum, cout );
input A,B;
output sum, cout;
xor xor_1 (sum,A,B);
and And_1 (cout,A,B);
endmodule
module multiplier (
multiplicand,
multiplier,
o_result,
overflow_flag,
clk,
reset
);
input signed[15:0] multiplicand;
input signed [15:0] multiplier;
output signed [15:0] o_result;
input clk;
input reset;
output overflow_flag;
wire signed[31:0]result;
reg signed [31:0] bin=32'b0000000000000000000000010000000 ; 
shiftadd s(result,multiplicand,multiplier,clk,reset);
assign overflow_flag = (result >32'b00000000011111111111111100000000) ?  1'b1 :
                        (result==32'b11111111111111111111111100000000)?1'b1:
                        1'b0;
assign o_result=(result+bin)>>>8; 
endmodule
module shiftadd(p,a,b,clk,reset);
output signed [31:0]p;  
input signed [15:0]a,b;  
reg signed [15:0]x;  
reg signed [32:0]y;  
reg [4:0] i ;
wire [15:0] sum;
wire ov;
input clk,reset;
Add_Sub adder (.A(y[31:16]),.B(x),.result(sum),.overflow(ov),.cin('b0));
always @(posedge clk)
begin
if(reset )
begin
if(a[15] ==1 )
x=-a;
else
x=a;
if(b[15]==1)
 y[15:0]=-b;
else 
y[15:0]=b;
y[32:16]=17'b00000000000000000;  
i=5'b00000;
end
else if(i<16)
begin
case({y[1],y[0]})  
2'b00:begin
if(i < 15)
begin
y=y>>>2;
i=i+2;
end
else 
begin
y=y>>>1;
i=i+1;
end
end 
2'b01:begin
if(i <15)
begin
y[31:16]=sum;
y[32]=ov;
y=y>>>2;
i=i+2;
end
else 
begin
y[31:16]=sum;
y[32]=ov;
y=y>>>1;
i=i+1;
end
end
2'b10:begin
y=y>>>1;
i=i+1;
end
2'b11:begin
y[31:16]=sum;
y[32]=ov;
y=y>>>1;
i=i+1;
end
endcase
if((a[15]^b[15] ==1) && (i ==16))
y=-y;
else 
y=y;
end
end
assign p=y;  
endmodule
$ cat flow/run.sh
#!/bin/bash
# OpenROAD 26Q1-2900-gdf79404cd8, Yosys 0.63+post, stock flow scripts
make -C /OpenROAD-flow-scripts/flow DESIGN_CONFIG=/design/flow/config.mk WORK_HOME=/design/flow/orfs finish
$ cat flow/config.mk
export PLATFORM = sky130hd
export DESIGN_NAME = multiplier
export DESIGN_NICKNAME = multiplier
export VERILOG_FILES = /design/flow/design.v
export SDC_FILE = /design/flow/constraint.sdc
export NUM_CORES = 4
export LEC_CHECK = 1
export CORE_UTILIZATION = 40
$ cat flow/constraint.sdc
current_design multiplier

set clk_period 7.6
set clk_io_pct 0.2

create_clock -name clk0 -period $clk_period [get_ports {clk}]

set non_clock_inputs [all_inputs -no_clocks]
set_input_delay [expr $clk_period * $clk_io_pct] -clock clk0 $non_clock_inputs
set_output_delay [expr $clk_period * $clk_io_pct] -clock clk0 [all_outputs]
==> out/metrics.csv <==
stage;metric;value;unit
global_routing;GRT Total Usage;20.5;%
route;ANT cells;0;
placement;count of input and output buffers;50;
worst_setup_path;launching element of the worst setup path;s.y[16];
clocking;number of sinks handled by clock tree synthesis;54;
clocking;clock edge transition at the registers on the reported setup and hold paths;0.07;ns
floorplanning;starting density of the core;41.7;%
outcome;result of the run;finished, final reports clean;
clocking;CTS-repair resized insts;0;
worst_setup_path;crit path capture;s.y[31];
timing;worst slew margin relative to its limit;56.6;%
clocking;number of buffers inserted to repair setup after CTS;0;
finish;share of layout cells above drive strength 1;5.52;%
finish;signed area change from the synthesized netlist to the final layout;13.6;%
global_routing;largest net degree at the start of global routing;53;
route;number of DRC violations after detailed routing;0;
route;Total Routed Length;13.5;mm
worst_setup_path;capturing element type of the critical path;register;
placement;detailed placement HPWL;9.74;mm
route;total number of vias;4884;
yosys;Synth warnings;2;
placement;standard cell area after detailed placement;5960;µm²
timing;Final Hold Fails;0;
timing;measured slew at the worst slew-check pin;0.648;ns
route;First-pass DRT Iterations;5;
worst_setup_path;worst path arrival time;6.68;ns
clocking;TritonCTS Buffers;5;
global_routing;number of antenna violations at the first check in global routing;0;
timing;Setup Skew;0.00918;ns
timing;timing-limited maximum frequency;0.154;GHz
timing;final total negative setup slack;0;ns
clocking;CTS Root Cell;clkbuf_16;
yosys;mean cell area of the mapped netlist;8.07;µm²
clocking;CTS hold repair buffers;0;
worst_setup_path;Max Fanout on Critical Path;7;
worst_setup_path;Critical Setup Path Class;reg2reg;
yosys;sequential-to-total area share from yosys stat;26.1;%
power_and_ir_drop;IR Drop Worst-Case VDD;0.153;mV
floorplanning;Die Area;13900;µm²
hold_path;classification of the worst-slack hold path;reg2reg;
yosys;Post-Synthesis Cells;666;
route;antenna-violating nets left;0;
yosys;number of distinct library cell variants in the gate-level netlist after synthesis;68;
worst_setup_path;sort of element at the start of the critical path;register;
timing;endpoints failing setup;0;
floorplanning;Die Wd;118;µm
yosys;combined area of all synthesized cells;5370;µm²
yosys;ys async rst share;0;%
yosys;leading cell types by total area after synthesis;edfxtp_1 18%, dfxtp_1 8.2%, xnor2_1 8.0%;
floorplanning;I/O pin count;51;
yosys;Yosys chip area;5370;µm²
worst_setup_path;reg-to-reg startpoint;s.y[16];
yosys;most area-hungry cell type in the Yosys netlist;edfxtp_1;
floorplanning;Core Box Area;12900;µm²
finish;Filler Cells Inserted;1225;
job;# Max-Cap Violations;0;
timing;fin crit share;85.5;%
clocking;maximum number of buffers from clock root to sink;2;
worst_setup_path;Reg2Reg Depth;25;
worst_setup_path;Critical Path RT;7.78;ns
route;Wirelength per Cell;15.6;µm
job;total tool warning count;32;
timing;Pins Over Slew Limit;0;
yosys;top cell type's share of synthesized area;17.9;%
yosys;count of instantiated cells in the yosys netlist;666;
global_routing;first-pass GRT wire length;22.4;mm
floorplanning;die boundary height;118;µm
yosys;Post-synth EDFFs;32;
power_and_ir_drop;total power density per cell area;383;nW/µm²
route;detailed router's first-iteration violation count;448;
clocking;TritonCTS clock tree;yes;
floorplanning;placement row count;41;
worst_setup_path;r2r endpoint;s.y[31];
placement;placer's final routability congestion estimate;0.892;
finish;area of all placed cells without fillers;6110;µm²
clocking;clock latency of the later-clocked register in the worst-skew pair;0.30;ns
yosys;main flop type;edfxtp_1;
route;vias per std cell;5.67;
worst_setup_path;Register-to-Register Setup Slack;1.10;ns
global_routing;number of global-route vias before repair;4413;
yosys;flip-flop and latch count after synthesis;54;
clocking;number of levels in the clock H-tree;2;
power_and_ir_drop;leakage power;0.00228;µW
global_routing;Overflow after GRT;0;
timing;setup repair after global routing missed its margin;no;
timing;minimum clock period after layout;6.50;ns
==> layout make-up <==
cell class | count | area [µm²] | area share, %
clock inverters | 1 | 5.00 | 0.0820
inverters | 47 | 176 | 2.89
repair buffers | 59 | 563 | 9.22
well taps | 172 | 215 | 3.52
multi-input cells | 521 | 3600 | 59.0
clock buffers | 7 | 143 | 2.34
flip-flops and latches | 54 | 1400 | 22.9
==> worst min path at each step <==
stage	startpoint	to	slack [ns]	cells after the start
final	s.y[32]	s.y[32]	0.47	2
after global routing	s.y[32]	s.y[32]	0.49	2
after CTS	s.y[32]	s.y[32]	0.47	2
==> flip-flops by register name (all words and copies together) (netlist names) <==
signal,flops
s.y,33
s.i,5
s.x,16
==> worst max-delay path, stage by stage, from the launching register on <==
cell	delay [ns]
dfxtp_1	0.44
ha_1	0.18
inv_1	0.05
fa_1	0.41
nor2_1	0.11
a21oi_1	0.06
fa_1	0.42
mux2i_1	0.16
fa_1	0.43
nor2_1	0.12
a21oi_1	0.06
fa_1	0.43
mux2i_1	0.15
fa_1	0.44
mux2i_1	0.16
fa_1	0.43
nand2_1	0.07
o21ai_0	0.10
fa_1	0.44
xor2_1	0.18
mux4_1	0.56
nor4_1	0.27
o21ai_0	0.22
o31ai_2	0.25
xor2_1	0.17
o21ai_1	0.07
==> routing by layer <==
metal | global-route usage (%) | vias up | routed length [µm]
met5 | 0 | - | 0
met1 | 33.3 | 2279 | 6720
met4 | 2.00 | 0 | 131
met3 | 3.51 | 14 | 821
li1 | - | 2451 | -
met2 | 30.2 | 140 | 5780
==> synthesized netlist by cell type, drive strengths merged, types with 3 or more instances <==
cell    instances
nand2          69
nor2           51
o21ai          50
xnor2          49
inv            47
a21oi          33
edfxtp         32
clkbuf         31
nand3          23
dfxtp          22
ha             21
xor2           21
mux2i          16
nor3           15
a31oi          14
o31ai          14
buf            13
nor4           13
a211oi         11
nand4           9
nand2b          8
fa              7
o211a           7
o211ai          7
or3             7
o22ai           6
and2            5
and3            5
mux4            5
o41ai           5
nand3b          4
nor2b           4
or2             4
a211o           3
a21boi          3
a311oi          3
nor3b           3
or4             3
==> layout by cell type (no fill, tap or decap), drive strengths merged, types with 11 or more instances in the layout <==
cell / count
nor3: 15
xor2: 21
o31ai: 14
o21ai: 50
mux2i: 16
edfxtp: 32
nand2: 69
a211oi: 11
a21oi: 33
dfxtp: 22
ha: 21
nand3: 23
clkdlybuf4s50: 49
xnor2: 49
a31oi: 14
inv: 47
nor4: 13
nor2: 51
==> where the power goes <==
part	internal, µW	switching, µW
Sequential	427	184
Clock	131	112
Combinational	659	825
Total	1220	1120
==> through the flow <==
stage               util [%]  hold WS [ns]  total power (µW)  std cells  worst slack (ns)
global placement        46.3         0.457              2070        853              1.24
global route            47.4         0.495              2540        861             0.622
finish                  47.4         0.474              2340        861              1.10
floorplan                  -         0.440              1710        666              1.58
CTS                     47.4         0.475              2330        861              1.09
detailed placement      46.3         0.464              2080        853              1.13
==> cells by family (layout without fill, tap and decap cells) <==
| kind of cell | Yosys count | after routing | share of synthesized area, % |
|---|---|---|---|
| AND/OR/NAND/NOR | 227 | 227 | 21.0 |
| AND-OR/OR-AND | 173 | 173 | 21.5 |
| buffers and inverters | 91 | 114 | 6.87 |
| XOR/XNOR | 70 | 70 | 11.4 |
| flip-flops | 54 | 54 | 26.1 |
| adder cells (fa/ha/maj) | 28 | 28 | 7.50 |
| multiplexers | 23 | 23 | 5.63 |
No activity file was given, so power comes from the tool's default toggle rates.
