==> /design/flow/design.v <==
module Add_Sub
#(      
    parameter DATA_WIDTH = 16
 )
(
    input signed[DATA_WIDTH-1 : 0] A,
    input signed[DATA_WIDTH-1 : 0] B,
    output[DATA_WIDTH-1 : 0 ] result,
	output overflow,
	input cin
);
wire [DATA_WIDTH/2-1:0] c0,c1;
wire [DATA_WIDTH/2-1:0]c;
wire [DATA_WIDTH-1:0]result0;
wire [DATA_WIDTH-1:0]result1;
assign overflow = (~result[DATA_WIDTH-1]&A[DATA_WIDTH-1]&B[DATA_WIDTH-1])|(result[DATA_WIDTH-1]&(~A[DATA_WIDTH-1])&(~B[DATA_WIDTH-1]));
  genvar i;
    generate 
	 FA_Block Add1_0(A[1:0],B[1:0],1'b0,result0[1:0],c0[0]);
	 FA_Block Add1_1(A[1:0],B[1:0],1'b1,result1[1:0],c1[0]);
	 mux2X1 #(2) ms0(
				.in0(result0[1:0]),
				.in1(result1[1:0]),
				.c0(c0[0]),
				.c1(c1[0]),
				.sel(cin),
				.out(result[1:0]),
				.c(c[0]));
        for ( i = 2; i <= DATA_WIDTH-1; i = i + 2 )
        begin
						 FA_Block Add1_0(A[i+1:i],B[i+1:i],1'b0,result0[i+1:i],c0[i-i/2]);
						 FA_Block Add1_1(A[i+1:i],B[i+1:i],1'b1,result1[i+1:i],c1[i-i/2]);
						 mux2X1 #(2) ms0(
								.in0(result0[i+1:i]),
								.in1(result1[i+1:i]),
								.c0(c0[i-i/2]),
								.c1(c1[i-i/2]),
								.sel(c[i-i/2-1]),
								.out(result[i+1:i]),
								.c(c[i-i/2]));
        end 
    endgenerate  
endmodule
module FA_Block(A,B,cin,sum,cout);
input [1:0] A,B;
input cin;
output [1:0] sum;
output cout;
wire c1,c2;
full_Adder fA0(
.A(A[0]),
.B(B[0]),
.cin(cin),
.sum(sum[0]),
.cout(c1));
full_Adder fA1(
.A(A[1]),
.B(B[1]),
.cin(c1),
.sum(sum[1]),
.cout(cout));
endmodule
module mux2X1( in0,in1,c0,c1,sel,out,c);
parameter width=16; 
input [width-1:0] in0,in1;
input c0,c1;
output c;
input sel;
output [width-1:0] out;
assign out=(sel)?in1:in0;
assign c=(sel)?c1:c0;
endmodule
module full_Adder(A,B,cin,sum, cout);
input A,B,cin;
output sum, cout;
wire x,y,z;
half_Adder h1(.A(A), .B(B), .sum(x), .cout(y));
half_Adder h2(.A(x), .B(cin), .sum(sum), .cout(z));
or or_1(cout,z,y);
endmodule
module half_Adder( A,B, sum, cout );
input A,B;
output sum, cout;
xor xor_1 (sum,A,B);
and And_1 (cout,A,B);
endmodule
module booth(prod, mc, mp,clk,reset);
output signed[31:0] prod;
input clk;
input signed[15:0] mc, mp;
reg signed[15:0] A, Q, M;
reg Q_1;
reg [4:0] i;
input reset;
wire [15:0] sum,diff;
wire o;
Add_Sub adder(.A(A),.B(M),.result(sum),.overflow(o),.cin('b0));
Add_Sub sub(.A(A),.B(~M),.result(diff),.overflow(o),.cin('b1));
always @(posedge clk)
begin
if(reset)
begin
 A = 16'b0000000000000000;
 M = mc;
 Q = mp;
 Q_1 = 1'b0;
 i=5'b10000;
end
else if(i>0)
begin
 case ({Q[0], Q_1})
2'b0_1 :A=sum;
2'b1_0 :A=diff;
default: A=A;
 endcase
Q_1=Q[0];
Q=Q>>1;
Q[15]=A[0];
A= A>>>1;
i=i- 1'b1;
end 
end
assign prod = {A, Q};
endmodule
==> /design/flow/run.sh <==
#!/bin/bash
# OpenROAD 26Q1-2900-gdf79404cd8, Yosys 0.63+post, stock flow scripts
make -C /OpenROAD-flow-scripts/flow DESIGN_CONFIG=/design/flow/config.mk WORK_HOME=/design/flow/orfs finish
==> /design/flow/config.mk <==
export PLATFORM = sky130hd
export DESIGN_NAME = booth
export DESIGN_NICKNAME = booth
export VERILOG_FILES = /design/flow/design.v
export SDC_FILE = /design/flow/constraint.sdc
export NUM_CORES = 4
export LEC_CHECK = 1
export CORE_UTILIZATION = 30
==> /design/flow/constraint.sdc <==
current_design booth

set clk_period 5.6
set clk_io_pct 0.2

create_clock -name clk0 -period $clk_period [get_ports {clk}]

set non_clock_inputs [all_inputs -no_clocks]
set_input_delay [expr $clk_period * $clk_io_pct] -clock clk0 $non_clock_inputs
set_output_delay [expr $clk_period * $clk_io_pct] -clock clk0 [all_outputs]
==> reports/results.ini <==
[flow_run]
warning_count = 48
drv_cap = 0

[route]
ant_nets = 0
drt_first_pass_iters = 4
post-route-drc-count = 0
drt-initial-drc-count = 94
wire_per_inst_um = 12.35
routed_wl_mm = 6.237
via_count = 2236
detail_route.vias_per_cell = 4.428
num_antenna_cells = 0

[pwr]
leakagePower_nw = 1.740
p_total_mw = 1.905
peakVddDrop_uv = 177.3
power_density_nw_per_um2 = 439.2

[synthesis]
synthFlopType = edfxtp_1
synthCells = 316
ys_cells = 316
top_cell_area_share_pct = 27.48
ys_area_um2 = 3497
synth-edff-count = 32
yosysUniqueCellTypes = 35
top_cells_by_area = edfxtp_1 (27%), dfxtp_1 (12%), ha_1 (12%)
synth_flops = 53
ys_warn_count = 1
largest_area_cell = edfxtp_1
postSynthAreaPerCell_um2 = 11.07
synthArstFlopShare_pct = 0
ys_seq_share_pct = 39.50
syn_area_um2 = 3497

[clock_network]
cts_tree = yes
insertion_delay_ns = 0.30
postCtsSetupBuffers = 0
cts_buffers = 5
cts-root-buf = clkbuf_16
cts.sinks = 53
htreeDepth = 2
clk_pin_slew_ns = 0.07
clockBufferDepth = 2

[global_routing]
gr-usage-all-layers_pct = 11.40
gr-total-overflow = 0
grt_pass1_wl_mm = 10.52
antenna_found_initial = 0
grt_max_degree = 56
grt_pass1_vias = 2162

[layout]
final_layout_size_suffix_gt1_share_pct = 12.43
n_fill_cell = 1096
area_delta_synth_final_pct = 24.04
combGateArea_um2 = 1753
seqCellArea_um2 = 1381
final_util_pct = 38.15

[timing]
hold-worst-slack_ns = 0.4903
rsz0062_at_grt = false
fin_crit_sh_pct = 93.91
hold_viol = 0
finalSetupViolations = 0
fmax_mhz = 190.2
finalMaxSlewViolations = 0
timing.final.ws_setup_ns = 0.3412
tns_ns = 0
relSlewSlack_pct = 49.43
worst_pin_slew_ns = 0.7586
finalCriticalPeriod_ns = 5.259
fin_worst_skew_ns = 0.008981

[worst_setup_path]
slowest_stage = fa_1
cp_num_buf_inv = 2
worstPathArrival_ns = 5.47
worstSetupPathType = register to register
end_kind = register
crit_family = adder cells
cp.required_ns = 5.81
crit_path_max_fanout = 5
cpMostUsedCell = mux2i_1
rr_startpoint = A[0]
critPathMaxStageDelay_ns = 0.48
start_kind = register
cp_cell_sequence = inv_1 > ha_1 > inv_1 > fa_1 > mux2i_1 > fa_2 > mux2i_1 > fa_1 > mux2i_1 > fa_1 > mux2i_1 > fa_1 > mux2i_1 > fa_2 > mux2i_1 > fa_2 > or2_2 > a21oi_1 > o21ai_0 > a311oi_2
setup.worst_path.start = A[0]

[min_path]
hold_class = register to register
min_from = Q_1

[die]
ioPinCount = 66
die-height_um = 110.0
die_x_um = 110.0
dieArea_um2 = 12090
fp_util_pct = 30.76
core-area_um2 = 11370
std_cell_rows = 39

[placed_design]
hpwlAfterDp_mm = 4.282
pre_cts_slack_ns = 0.1619
gp_congestion = 0.7747
port_buffers = 65

[status]
outcome = finished, final reports clean

==> flip-flops by register name (all words and copies together) (netlist names) <==
signal / cells
M: 16
Q: 16
A: 15
i: 5
Q_1: 1
==> stage by stage <==
stage	cell area [um^2]	instances
after global routing	4338	505
after detailed placement	4150	497
after CTS	4323	505
final	4338	505
after floorplan	3497	316
after global placement	4150	497
==> worst reg2reg max path, cell delays in order (launching register included) <==
cell      delay (ns)
dfxtp_1         0.35
inv_1           0.07
ha_1            0.13
inv_1           0.05
fa_1            0.48
mux2i_1         0.16
fa_2            0.37
mux2i_1         0.14
fa_1            0.41
mux2i_1         0.15
fa_1            0.42
mux2i_1         0.15
fa_1            0.42
mux2i_1         0.16
fa_2            0.37
mux2i_1         0.15
fa_2            0.37
or2_2           0.30
a21oi_1         0.13
o21ai_0         0.11
a311oi_2        0.28
==> routing by layer <==
| layer | GRT usage (%) | routed length, um | vias up |
|---|---|---|---|
| met5 | 0 | 0 | - |
| met4 | 1.238 | 72 | 0 |
| met3 | 1.450 | 199 | 5 |
| met2 | 17.54 | 2898 | 40 |
| met1 | 18.37 | 3068 | 1043 |
| li1 | - | - | 1148 |
==> cells by family after synthesis <==
group	count (synthesis)	synth area share, %
fa+ha+maj	47	19.82
xor+xnor	17	4.258
simple gates	42	5.975
compound gates	53	11.95
flops	53	39.50
mux	25	7.692
buf+inv	79	10.80
==> Yosys cell counts, types with 2 or more instances <==
| library cell | number |
|---|---|
| mux2_2 | 15 |
| xnor2_1 | 13 |
| a21oi_2 | 8 |
| dfxtp_1 | 21 |
| inv_1 | 49 |
| a221oi_1 | 13 |
| o21ai_0 | 2 |
| buf_4 | 17 |
| buf_2 | 2 |
| ha_1 | 33 |
| buf_6 | 2 |
| nand2_1 | 20 |
| fa_1 | 14 |
| nand2b_1 | 3 |
| nor3_1 | 5 |
| clkbuf_1 | 9 |
| xor2_1 | 4 |
| a21oi_1 | 11 |
| a211o_1 | 13 |
| nor2_1 | 7 |
| edfxtp_1 | 32 |
| mux2i_1 | 10 |
==> path summary, 6_finish.rpt <==
| path | endpoint | slack, ns | depth (start not counted) |
|---|---|---|---|
| worst max register to register | A[14] | 0.34 | 20 |
| worst min-delay path | Q_1 | 0.49 | 2 |
| worst min register to register | Q_1 | 0.49 | 2 |
| worst max-delay path | A[14] | 0.34 | 20 |
==> layout by cell type (no fill, tap or decap) <==
master	n
dfxtp_1	21
a21o_1	1
a22oi_1	1
a21oi_2	8
o21ai_1	1
mux2_2	15
inv_6	2
xnor2_1	13
fa_1	8
nand3b_1	1
a211oi_2	1
a211o_1	13
or3b_1	1
or2_1	1
nand2b_1	3
buf_4	3
a311oi_2	1
or2_2	1
nor4b_4	1
fa_2	6
nor2_1	7
a211oi_1	1
clkbuf_16	5
a21oi_1	11
o21ai_0	2
inv_1	49
nand3_1	1
bufinv_16	1
a221oi_1	13
clkdlybuf4s50_1	64
nand2_1	20
and3_1	1
ha_1	33
mux2i_1	10
nor3_1	5
edfxtp_1	32
buf_2	1
xor2_1	4
==> report_power, final <==
| part | switching [mW] | leakage, nW | internal (mW) |
|---|---|---|---|
| Combinational | 0.400 | 1.16 | 0.511 |
| Clock | 0.149 | 0.0848 | 0.214 |
| Sequential | 0.105 | 0.500 | 0.525 |
==> layout make-up <==
cell class,instances,share of cell area (%)
repair buffers,68,15.40
flip-flops and latches,53,31.84
clock inverters,3,1.096
clock buffers,5,2.884
multi-input cells,184,40.41
well taps,143,4.125
inverters,49,4.240
==> repair_timing <==
action / in CTS / in global routing
setup endpoints to repair: 0 / 3
gates resized: 0 / 6
hold buffers: 0 / 0
endpoints found under the hold margin: 0 / 0
Power and IR drop assume default switching activity.
